File: flow/design.v
module fifo #(
    parameter DEPTH = 32,          
    parameter DATA_WIDTH = 8,      
    parameter PTR_SIZE = 5
) (
    input  wire                   clk,
    input  wire                   rst,
    input  wire                   wr_en,
    input  wire                   re_en,
    input  wire [DATA_WIDTH-1:0]  data_in,
    output wire [DATA_WIDTH-1:0]  data_out,
    output wire                   empty,
    output wire                   full
);
    reg [DATA_WIDTH-1:0] memory [0:DEPTH-1];
    reg [PTR_SIZE-1:0] wr_ptr;
    reg [PTR_SIZE-1:0] rd_ptr;
    reg empty_reg;
    reg full_reg;
    integer i;
    always @ (posedge clk or posedge rst) begin
        if (rst)
            wr_ptr <= 0;
        else if (wr_en && !full_reg)
            wr_ptr <= wr_ptr + 1;
    end
    always @ (posedge clk or posedge rst) begin
        if (rst)
            empty_reg <= 1;
        else if (wr_en && !full_reg && (wr_ptr != rd_ptr))
            empty_reg <= 0;
        else if (re_en && (wr_ptr == rd_ptr + 1))
            empty_reg <= 1;
    end
    always @ (posedge clk or posedge rst) begin
        if (rst)
            full_reg <= 0;
        else if (wr_en && (wr_ptr == rd_ptr))
            full_reg <= 1;
        else if (re_en && !empty_reg)
            full_reg <= 0;
    end
    always @ (posedge clk or posedge rst) begin
        if (rst)
            rd_ptr <= 0;
        else if (re_en && !empty_reg)
            rd_ptr <= rd_ptr + 1;
    end
    always @ (posedge clk or posedge rst) begin
        if (rst) begin
            for (i = 0; i < DEPTH; i = i + 1)
                memory[i] <= {DATA_WIDTH{1'bz}};
        end else if (wr_en && !full_reg)
            memory[wr_ptr] <= data_in;
    end
    assign data_out = (empty_reg) ? {DATA_WIDTH{1'bx}} : memory[rd_ptr];
    assign empty = empty_reg;
    assign full  = full_reg;
endmodule
File: flow/run.sh
#!/bin/bash
# OpenROAD 26Q1-2900-gdf79404cd8, Yosys 0.63+post, stock flow scripts
make -C /OpenROAD-flow-scripts/flow DESIGN_CONFIG=/design/flow/config.mk WORK_HOME=/design/flow/orfs finish
File: flow/config.mk
export PLATFORM = sky130hd
export DESIGN_NAME = fifo
export DESIGN_NICKNAME = fifo
export VERILOG_FILES = /design/flow/design.v
export SDC_FILE = /design/flow/constraint.sdc
export NUM_CORES = 4
export LEC_CHECK = 1
export CORE_UTILIZATION = 50
File: flow/constraint.sdc
current_design fifo

set clk_period 5.4
set clk_io_pct 0.2

create_clock -name clk0 -period $clk_period [get_ports {clk}]

set non_clock_inputs [all_inputs -no_clocks]
set_input_delay [expr $clk_period * $clk_io_pct] -clock clk0 $non_clock_inputs
set_output_delay [expr $clk_period * $clk_io_pct] -clock clk0 [all_outputs]
==> run_results.csv <==
group,metric,value,unit
worst_hold_path,min_delay_src,"memory[16][6]",
pwr,pwr-share-seq,40.2,%
flow_run,tool_warnings,37,
worst_hold_path,min-delay-path-class,"reg2reg",
run_status,status,"finished clean",
clocking,cts_repair_resize_count,0,
pwr,power.density,602.0,mW/mm^2
logic_synthesis,postSynthSeqShare,51.98,%
worst_hold_path,worst_hold_path.endpoint,"memory[16][6]",
worst_setup_path,arrival_time_at_the_worst_endpoint,3.81,ns
timing,maxSlewViolCount,0,
pwr,design_power_total,8.693,mW
grt,grt-ovfl-total,0,
logic_synthesis,yosys_warnings,3,
clocking,h-tree-depth,1,
pwr,ir_drop_worst_case_vdd,0.3656,mV
logic_synthesis,synth_cell_types,66,
timing,slew_headroom,36.00,%
drt,detailedRoute.firstIterationViolations,704,
timing,timing.clock.skew,0.007408,ns
pwr,p_sw_share,35.87,%
worst_setup_path,cp-start-kind,"register",
final_layout,nFillCells,2106,
worst_setup_path,crit_fanout,26,
timing,finalWorstPathRequiredPeriod,4.894,ns
floorplan,die_w,162.6,um
final_layout,layout.cells.most_common,"mux2_2",
worst_setup_path,largest_stage_delay_on_the_critical_path,0.76,ns
pwr,netSwitchingPower,3.118,mW
logic_synthesis,numSynthFlops,268,
clocking,tritoncts_num_sinks,268,
clocking,clkSlewWorstSetupHoldPaths,0.06,ns
placed_design,numPortBuffers,21,
grt,global_route_total_usage_across_every_layer,33.57,%
drt,diodes_inserted,0,
drt,ant_nets,0,
worst_setup_path,setup.reg_to_reg.worst_slack,2.43,ns
floorplan,number_of_placement_rows,58,
timing,rsz_0062_raised_after_global_routing,"false",
drt,avgRoutedWirePerCell,28.94,um
logic_synthesis,synthCells,1035,
drt,avgViaCountPerCell,6.418,
clocking,ctsRootBufferMaster,"clkbuf_16",
timing,finalClockPeriodUsage,90.63,%
drt,dr.pass1.iters,7,
timing,tns,0,ns
timing,max_clock_freq,0.2043,GHz
floorplan,ios,22,
drt,drt_wl_total,40440,um
worst_setup_path,worst_r2r_path_depth,3,
worst_setup_path,r2r-start,"wr_ptr[4]",
final_layout,layout_top_cells_excl_fill_tap,"mux2_2 (277), dfrtp_1 (264), nand3_1 (55)",
logic_synthesis,synth.avg_cell_area,12.47,sq um
grt,grt_pass1_wl,61060,um
worst_setup_path,path_cells,"buf_4 > nor2b_1 > a22oi_1 > o32ai_1 > nor4_1 > a21oi_1 > clkdlybuf4s50_1",
logic_synthesis,ys_cells,1035,
clocking,tritoncts,"built",
final_layout,largest_register_ffs,256,
worst_setup_path,required,4.32,ns
worst_setup_path,crit_slowest_cell,"dfrtp_2",
placed_design,routabilityCongestion,0.9641,
flow_run,max-cap-violations,0,
final_layout,reg_top3,"memory (256), rd_ptr (5), wr_ptr (5)",
pwr,pwr-share-clk,23.1,%
logic_synthesis,yosys.stat.chipArea,0.01290,sq mm
worst_hold_path,holdPathStages,1,
clocking,worst_skew_pair.late_latency,0.56,ns
logic_synthesis,syn-cell-area,0.01290,sq mm
placed_design,placed_cells,1344,
timing,finalSetupViolations,0,
worst_setup_path,endpoint_kind,"output pin",
final_layout,drive_gt1_share,35.33,%
timing,final_report_hold_violation_count,0,
worst_setup_path,critical_path_class,"reg2out",
timing,worst_slew_pin_slew,0.9548,ns
final_layout,post_route_non_filler_standard_cell_count,1397,
logic_synthesis,async_flop_share,100.0,%
floorplan,core,0.02525,sq mm
clocking,longest_clk_path_bufs,3,
final_layout,largest_register,"memory",
floorplan,floorplan.die_area,0.02645,sq mm
final_layout,area.growth.synth_to_final,11.90,%
logic_synthesis,yosys_most_used_dff,"dfrtp_1",
drt,post-route-drc-count,0,
floorplan,die_height,162.6,um
drt,dr_total_vias,8966,
clocking,holdBufCountCts,0,
clocking,number_of_buffers_inserted_during_clock_tree_synthesis,29,
grt,grt_max_degree,127,
clocking,post-cts-setup-buffers,0,
grt,grt_pass1_vias,9014,
logic_synthesis,enable_flop_cells,0,
pwr,p_leak,6.484,nW
floorplan,initial_core_util,51.09,%
placed_design,hpwlAfterDp,25910,um
pwr,cell_internal_pwr,5.575,mW
grt,antenna_found_initial,0,
pwr,comb_power_share,36.7,%
worst_setup_path,r2r-end,"memory[4][1]",
-- layout make-up --
type,instances,area [sq um],area share [%]
clock buffer,40,807.0,5.589
timing repair buffer,62,555.5,3.848
clock inverter,13,146.4,1.014
multi-input combinational,671,5753,39.84
inverter,13,52.55,0.3640
sequential,268,6711,46.48
tap,330,412.9,2.860
-- critical path, delay by kind of cell, from the launching register on --
family,cells,cell delay (ns)
AOI/OAI and AO/OA,3,0.81
buffers and inverters,2,0.94
DFF,1,0.76
and+or+nand+nor,2,0.71
-- through the flow --
stage               hold WS, ns  worst slack (ns)  cell area [sq um]  utilization, %
finish                   0.4996            0.5061              14440           57.17
global route             0.5146            0.4120              14440           57.17
CTS                      0.5017            0.5849              14440           57.17
detailed placement       0.4861             1.198              13490           53.40
global placement         0.4801             1.195              13490           53.40
floorplan                0.4700            0.7813              12910               -
-- logic make-up after synthesis --
logic type / synth area share (%)
adders and majority gates: 1.164
and+or+nand+nor: 8.533
muxes: 25.97
DFF: 51.98
xor gates and xnor gates: 1.018
AOI/OAI and AO/OA: 7.903
buffers and inverters: 3.432
-- power groups by stage --
stage | registers, mW | clock network [mW] | logic (mW)
global route | 3.60 | 2.12 | 3.39
finish | 3.49 | 2.01 | 3.19
CTS | 3.48 | 2.04 | 3.15
-- cell usage after synthesis (all sizes together) (3+ instances only) --
cell type  number  area (sq um)
mux2          281          3168
nand3          55         275.3
a21oi           7         35.03
a22o           14         122.6
nand2b          5         31.28
o2111ai         3         26.28
a32oi          12         105.1
nand2          47         178.9
o22a            3         26.28
a22oi          29         217.7
a2111oi         4         35.03
buf            40         231.5
o211ai          4         30.03
mux2i          16         160.2
a211o           3         26.28
o32ai           4         35.03
dfrtp         267          6681
clkbuf         43         162.7
o21ai          20         100.1
a32o            3         30.03
o22ai           4         25.02
nor2           33         126.4
and3            8         50.05
nor4            6         37.54
xor2            5         43.79
nor2b          11         68.82
ha             12         150.1
xnor2          10         87.58
inv            13         48.80
a31oi          12         75.07
nand3b          3         22.52
nor3            8         50.05
nand4b          4         35.03
and2            7         43.79
nand4          11         68.82
-- routing by layer --
metal / global-route usage (%) / wire, um / vias up
met5: 0 / 0 / -
met4: 11.94 / 1826 / 0
met3: 9.948 / 3595 / 103
met2: 46.08 / 17210 / 391
met1: 53.11 / 17810 / 4634
li1: - / - / 3838
-- worst max path at each step --
stage,start,endpoint,slack [ns]
4_1_cts,rd_ptr[4],data_out[7],0.58
5_1_grt,rd_ptr[0],data_out[4],0.41
6_report,rd_ptr[4],data_out[7],0.51
Power and IR drop assume default switching activity.
