===== design.v =====
module adder #(
    parameter DATA_WIDTH = 8,              
    parameter SUM_WIDTH  = DATA_WIDTH + 1   
)(
    input  wire [DATA_WIDTH-1:0] in1,        
    input  wire [DATA_WIDTH-1:0] in2,        
    output wire [SUM_WIDTH-1:0] sum          
);
    assign sum = in1 + in2;
endmodule

===== run.sh =====
#!/bin/bash
# OpenROAD 26Q1-2900-gdf79404cd8, Yosys 0.63+post, stock flow scripts
make -C /OpenROAD-flow-scripts/flow DESIGN_CONFIG=/design/flow/config.mk WORK_HOME=/design/flow/orfs finish

===== config.mk =====
export PLATFORM = sky130hd
export DESIGN_NAME = adder
export DESIGN_NICKNAME = adder
export VERILOG_FILES = /design/flow/design.v
export SDC_FILE = /design/flow/constraint.sdc
export NUM_CORES = 4
export LEC_CHECK = 1
export CORE_AREA = 10 10 70 70
export DIE_AREA = 0 0 80 80

===== constraint.sdc =====
current_design adder

set clk_period 8.4
set clk_io_pct 0.2

create_clock -name clk0 -period $clk_period

set non_clock_inputs [all_inputs -no_clocks]
set_input_delay [expr $clk_period * $clk_io_pct] -clock clk0 $non_clock_inputs
set_output_delay [expr $clk_period * $clk_io_pct] -clock clk0 [all_outputs]

==> flow_summary_export.csv <==
group,metric,value,unit
outcome,status,"complete, no violations",
synth,synth_area_per_cell,7.72,µm²
global_routing,grt_max_degree,7,
setup_path,critPathSlowestCell,"clkdlybuf4s50_1",
timing,final-hold-violation-count,0,
pwr,leakage,0.000255,µW
run,warnings,32,
timing,finalSetupViolCount,0,
synth,yosys_area,324,µm²
global_routing,grt.overflow.total,0,
setup_path,crit_path_max_incr_delay,0.49,ns
pwr,pwr-share-comb,100.0,%
setup_path,crit_buf_inv,2,
finish,nFlopsAndLatches,0,
die,fp-row-count,21,
routing,wl_per_cell,9.72,µm
die,die_h,80,µm
clock_network,postCtsSetupBuffers,0,
timing,rsz0062_at_grt,"no",
die,die_x,80,µm
setup_path,crit_fanout,2,
placed_design,place_congestion,0.742,
global_routing,grt_pass1_vias,393,
die,fp_util,9.49,%
placed_design,dp_hpwl,997,µm
worst_hold_path,min_path_type,"in2out",
pwr,p_seq_share,0,%
routing,routed_wl,1100,µm
finish,synthToLayoutAreaGrowth,95.0,%
finish,fill_cells,384,
timing,fin_crit,5.47,ns
synth,synth_cell_types,20,
setup_path,critPathArrivalTime,3.79,ns
finish,drive_above_1_share,1.49,%
synth,syn_area,324,µm²
setup_path,required,6.72,ns
timing,worst_pin_slew,0.375,ns
die,die_area,6400,µm²
routing,antennaDiodeCount,0,
global_routing,grtUsageTotal,3.26,%
global_routing,antenna_found_initial,0,
routing,drt_iter0_drc,23,
synth,synth_seq_share,0,%
synth,synthCells,42,
pwr,internal-power,29.1,µW
routing,ant_nets,0,
routing,num_vias,404,
setup_path,startpoint_type,"input pin",
die,pin_count,25,
setup_path,crit_chain,"clkdlybuf4s50_1 -> ha_1 -> fa_1 -> a21oi_1 -> nor2_1 -> nor2_1 -> xnor2_1 -> clkdlybuf4s50_1",
run,maxCapViolCount,0,
routing,first_pass_iters,4,
placed_design,port_buffers,25,
clock_network,holdBufCountCts,0,
timing,final.setup.tns,0,ns
setup_path,critical_path_class,"in2out",
synth,yosys_warnings,0,
setup_path,crit_family,"buffers and inverters",
global_routing,grt_pass1_wl,1770,µm
routing,drc_errors,0,
pwr,power_density,70.7,nW/µm²
die,core_area,3420,µm²
timing,slew_headroom,74.3,%
finish,nClkBuffers,0,
pwr,p_sw,15.6,µW
pwr,peakVddDrop,0.0280,mV
pwr,swShare,34.9,%
synth,ys_cells,42,
clock_network,ctsResizeCount,0,
finish,utilization,18.5,%
pwr,finalPower,44.7,µW
finish,final-comb-area,313,µm²
pwr,pwr-share-clk,0,%
timing,max_freq,183,MHz
timing,fin_crit_sh,65.2,%
timing,finalMaxSlewViolations,0,
routing,via_per_inst,3.58,
setup_path,cp-end-kind,"output port",
finish,regArea,0,µm²
## layout by cell type, fill, tap and decap left out, drive strengths merged, types with 2 or more instances in the layout
| master | count |
|---|---|
| a311o | 2 |
| nand2 | 3 |
| inv | 3 |
| xor2 | 2 |
| nor2b | 2 |
| a21oi | 5 |
| ha | 8 |
| clkdlybuf4s50 | 25 |
| nand3 | 2 |
| nor3 | 2 |
| a21o | 2 |
| nor2 | 2 |
| xnor2 | 2 |
## power by group through the flow
stage / sequential [µW] / clock (µW) / combinational (µW)
finish: 0 / 0 / 44.7
CTS: 0 / 0 / 45.4
global route: 0 / 0 / 49.7
## path summary, 6_finish.rpt
check / start / slack [ns] / depth (start not counted) / to
setup / recovery: in1[0] / 2.93 / 8 / sum[6]
hold / removal: in2[0] / 4.39 / 3 / sum[0]
## cells in the mapped netlist
master	number	area, µm²
xor2_1	2	17.5
nor4_1	1	6.26
o21bai_1	1	7.51
xnor2_1	2	17.5
nor3_1	2	10.0
nand2_1	3	11.3
a2111oi_0	1	8.76
nor2_1	2	7.51
fa_1	1	20.0
inv_2	1	3.75
o21ai_0	1	5.00
nor2b_1	2	12.5
a311o_1	2	20.0
a221oi_1	1	8.76
ha_1	8	100
mux2i_1	1	10.0
a21oi_1	5	25.0
a21o_1	2	15.0
nand3_1	2	10.0
inv_1	2	7.51
## cell families after synthesis
kind of cell               synth area share [%]
and+or+nand+nor                            17.8
AOI/OAI and AO/OA                          27.8
buffers and inverters                      3.47
xor gates and xnor gates                   10.8
adders and majority gates                  37.1
muxes                                      3.09
## metrics by stage
stage / cells / setup WS (ns) / hold slack [ns] / area (µm²)
3_5_place_dp: 113 / 2.93 / 4.41 / 632
2_1_floorplan: 42 / 3.99 / 3.43 / 324
5_1_grt: 113 / 2.82 / 4.43 / 632
4_1_cts: 113 / 2.91 / 4.41 / 632
6_report: 113 / 2.93 / 4.39 / 632
3_3_place_gp: 113 / 2.95 / 4.40 / 632
## layout make-up
class                           instances  share of cell area (%)
Multi-Input combinational cell         39                    49.5
Tap cell                               46                    9.11
Timing Repair Buffer                   25                    39.6
Inverter                                3                    1.78
## tightest hold or removal path: stages
cell	delay, ns
clkdlybuf4s50_1	0.46
ha_1	0.12
clkdlybuf4s50_1	0.45
## routing by layer
| metal | global-route usage (%) | wire [µm] | vias up | share of wire (%) |
|---|---|---|---|---|
| li1 | - | - | 216 | - |
| met1 | 4.91 | 555 | 172 | 51 |
| met5 | 0 | 0 | - | 0 |
| met3 | 1.70 | 142 | 0 | 13 |
| met4 | 0 | 0 | 0 | 0 |
| met2 | 4.17 | 400 | 16 | 36 |
Power and IR drop assume default switching activity.
